## flow/design.v

```verilog
module Mux(s, y, d0, d1, d2, d3, d4, d5, d6, d7, d8, d9, d10, d11, d12, d13, d14, d15);
	parameter width = 32, signWidth = 4;
	input [signWidth - 1:0] s;
	input [width - 1:0] d0;
	input [width - 1:0] d1;
	input [width - 1:0] d2;
	input [width - 1:0] d3;
	input [width - 1:0] d4;
	input [width - 1:0] d5;
	input [width - 1:0] d6;
	input [width - 1:0] d7;
	input [width - 1:0] d8;
	input [width - 1:0] d9;
	input [width - 1:0] d10;
	input [width - 1:0] d11;
	input [width - 1:0] d12;
	input [width - 1:0] d13;
	input [width - 1:0] d14;
	input [width - 1:0] d15;
	output reg [width - 1:0] y;
	initial
		begin
		y = 0;
		end
	always@(*)
		begin
		case(s)
			0:
				begin
				y = d0;
				end
			1:
				begin
				y = d1;
				end
			2:
				begin
				y = d2;
				end
			3:
				begin
				y = d3;
				end
			4:
				begin
				y = d4;
				end
			5:
				begin
				y = d5;
				end
			6:
				begin
				y = d6;
				end
			7:
				begin
				y = d7;
				end
			8:
				begin
				y = d8;
				end
			9:
				begin
				y = d9;
				end
			10:
				begin
				y = d10;
				end
			11:
				begin
				y = d11;
				end
			12:
				begin
				y = d12;
				end
			13:
				begin
				y = d13;
				end
			14:
				begin
				y = d14;
				end
			15:
				begin
				y = d15;
				end
			default:
				begin
				y = 0;
				end
		endcase
		end
endmodule
```

## flow/constraint.sdc

```tcl
current_design Mux

set clk_period 6.7
set clk_io_pct 0.2

create_clock -name clk0 -period $clk_period

set non_clock_inputs [all_inputs -no_clocks]
set_input_delay [expr $clk_period * $clk_io_pct] -clock clk0 $non_clock_inputs
set_output_delay [expr $clk_period * $clk_io_pct] -clock clk0 [all_outputs]
```

## flow/config.mk

```make
export PLATFORM = sky130hd
export DESIGN_NAME = Mux
export DESIGN_NICKNAME = Mux
export VERILOG_FILES = /design/flow/design.v
export SDC_FILE = /design/flow/constraint.sdc
export NUM_CORES = 4
export LEC_CHECK = 1
export CORE_AREA = 10 10 216 216
export DIE_AREA = 0 0 226 226
```

## flow/run.sh

```bash
#!/bin/bash
# OpenROAD 26Q1-2900-gdf79404cd8, Yosys 0.63+post, stock flow scripts
make -C /OpenROAD-flow-scripts/flow DESIGN_CONFIG=/design/flow/config.mk WORK_HOME=/design/flow/orfs finish
```

==> CHANGELOG.md <==
### Implementation results

* GRT overflow at 0
* Worst endpoint data arrival time at 4150 ps
* DRC violations left at 0
* Total routed wirelength at 46,220 um
* Arithmetic-cell share of the synthesized area counting full adders, half adders and majority gates at 0%
* Number of top-level pins at 548
* Top comb family, area: AND-OR/OR-AND gates
* Largest vdd supply drop at 0.00002272 V
* Number of pins with negative max-slew slack in the final report at 0
* Final routed wire length divided by cell count at 28.30 um
* Detailed-router iteration count before antenna repair at 5
* Total Negative Setup Slacks at 0 ps
* Synthesis area per yosys at 0.004095 mm^2
* Placeable core area at 0.04195 mm^2
* Fraction of the mapped netlist area in compound gates at 68.32%
* Max Clk Rate at 182.0 MHz
* Commonest Layout Cell: clkdlybuf4s50_1
* Crit Path Category: input pin to output port
* Final hold violation count at 0
* Mean instance size in the synthesized netlist at 6.747 um^2
* Category of the worst setup path launch point: input pin
* Number of input and output port buffers inserted at 548
* Total number of placement rows at 75
* Antenna violations before repair at 0
* Setup repair after global routing missed its margin: false
* Type of the worst min-delay path: input pin to output port
* Critical Path, Cell by Cell: buf_2, buf_4, nand2b_1, nor2_1, a221o_1, nand2_1, a31oi_1, clkdlybuf4s50_1
* Slowest cell on crit path: clkdlybuf4s50_1
* Via/cell ratio at 4.802
* Final critical delay including setup and external delays at 5494 ps
* Status: complete, no violations
* Simple-gate area share of the yosys netlist at 15.67%
* Largest driver fanout on the critical path at 31
* Share of cells above drive strength 1 at 5.941%
* Number of OpenROAD warnings at 32
* Total inserted antenna cells at 0
* Placement-stage cell area at 0.01008 mm^2
* Worst slew margin relative to its limit at 42.52%
* WHS Path Cells at 4
* Synthesized cell area at 0.004095 mm^2
* Seq_cells at 0
* X dimension of the die at 226 um
* Multiplexer fraction of the synthesized cell area at 5.866%
* Hold buffer count at cts at 0
* Cell count listed in synth_stat.txt at 607
* Height of the die at 226 um
* Power density relative to cell area at 68.33 mW/mm^2
* Overall fraction of global-route tracks in use at 17.07%
* Number of placed instances, taps included at 1,633
* Post CTS Setup Buffer Count at 0
* Largest net degree at the start of global routing at 49
* Critical Path End Type: output port
* First-iteration detailed-routing DRC count at 583
* Reg area at 0 um^2
* Non-filler instance count after layout at 1,633
* Final ANT Viol Nets at 0
* Pre-placement core utilization at 9.763%
* Via count of the first global-routing pass at 8,568
* Cell count after synthesis at 607
* Cell resize tally after clock tree synthesis at 0
* Synth Warn # at 1
* Number of stages on the worst setup path at 8
* Final RePlAce weighted congestion at 0.9681
* Required time of the critical path at 5360 ps
* Worst Tran Pin Value at 860.4 ps
* Min Hold Slack at 3634 ps
* Family of cells with the greatest summed delay on the critical path: buffers and inverters
* Maxcap violations at 0
* Chip area at 0.05108 mm^2
* Final-report setup violation count at 0
* Buf+Inv Stages, Crit Path at 3
* Static leakage power at 3.379 nW
* Xor/xnor share of the synthesized area at 0%
* Post-route cell area at 0.01008 mm^2
* Layout area overhead at 146.2%
* First-pass GRT wire length at 62,530 um
* Number of clock buffers in the layout at 0
* Post-DP HPWL at 38,600 um
* Distinct cell type count after synthesis at 46
* Portion of the post-synthesis area used by sequential elements at 0%
* Commonest cells after routing, fill and taps aside: clkdlybuf4s50_1, a22oi_1, a22o_1, nand3_1, o21ai_0
* Count of vias placed by the detailed router at 7,841
* Post-route clock period utilization at 82.00%
* CP max stage delay at 540 ps
stage by stage:
stage                     util, %  power (mW)  setup slack, ps
after floorplan                 -      0.2049             2778
after global placement      24.04      0.6913             1204
after detailed placement    24.04      0.6903             1206
after CTS                   24.04      0.6940             1200
after global routing        24.04      0.7305             1031
final                       24.04      0.6890             1206
cell families after synthesis:
kind of cell | Yosys count
AOI/OAI and AO/OA | 363
buffers and inverters | 86
muxes | 24
and+or+nand+nor | 134
cells in the mapped netlist (all sizes together), types with 2 or more instances:
| library cell | n | area share, % |
|---|---|---|
| a2111oi | 23 | 8.0 |
| a211o | 23 | 4.9 |
| a211oi | 4 | 0.73 |
| a21oi | 30 | 3.7 |
| a221oi | 28 | 6.0 |
| a22o | 56 | 12 |
| a22oi | 84 | 15 |
| a31oi | 28 | 4.3 |
| a32o | 2 | 0.49 |
| and2 | 5 | 0.89 |
| and3 | 2 | 0.31 |
| buf | 42 | 6.1 |
| clkbuf | 41 | 3.8 |
| inv | 3 | 0.27 |
| mux2i | 24 | 5.9 |
| nand2 | 16 | 1.5 |
| nand2b | 5 | 0.76 |
| nand3 | 50 | 6.1 |
| nor2 | 40 | 3.7 |
| nor2b | 8 | 1.2 |
| nor3 | 4 | 0.49 |
| o21ai | 38 | 4.6 |
| o221ai | 2 | 0.43 |
| o22ai | 32 | 4.9 |
| o32a | 3 | 0.73 |
| o32ai | 3 | 0.64 |
power by group:
part | leakage (nW) | switching, mW | total, mW | internal [mW]
clock network | 0 | 0 | 0 | 0
logic | 3.38 | 0.271 | 0.689 | 0.418
registers | 0 | 0 | 0 | 0
tightest hold or removal path: cells and delay by family:
family                 cells  cell delay, ps
buffers and inverters      2             810
AOI/OAI and AO/OA          1              50
and+or+nand+nor            1             100
layout make-up:
class                           count  area [um^2]
Multi-Input combinational cell    521         3750
Fill cell                        4571        31860
Tap cell                          539        674.4
Inverter                            3        11.26
Timing Repair Buffer              570         5648
layer usage:
metal | track usage [%] | routed length [um]
met2 | 30.42 | 23220
met3 | 4.110 | 3941
met4 | 3.660 | 1074
met5 | 0 | 0
met1 | 20.23 | 17980
worst paths after layout:
| kind | start | to | slack (ps) |
|---|---|---|---|
| min | d0[30] | y[30] | 3630 |
| max | s[2] | y[23] | 1210 |
Power is estimated from default activity; no workload was simulated.
