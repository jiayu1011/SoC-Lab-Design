==> flow/design.v <==
module Registers(clk, reset, RegWrite, Read_register1, Read_register2, Write_register, Write_data, Read_data1, Read_data2, CPU_MIO, DEBUG_SW32, DEBUG_BTN, DEBUG_RFINFO);
	parameter width = 32, AddrWidth = 5, num = 32;
	input clk;
	input reset;
	input RegWrite;
	input [AddrWidth - 1:0] Read_register1;
	input [AddrWidth - 1:0] Read_register2;
	input [AddrWidth - 1:0] Write_register;
	input [width - 1:0] Write_data;
	output [width - 1:0] Read_data1;
	output [width - 1:0] Read_data2;
	output [31:0] CPU_MIO;
	input[1:0] DEBUG_SW32;
	input[3:0] DEBUG_BTN;
	output[width - 1:0] DEBUG_RFINFO;
	reg [width - 1:0] registers[num - 1:0];
	integer i;
	assign Read_data1 = registers[Read_register1];
	assign Read_data2 = registers[Read_register2];
	always@(posedge clk or negedge reset)
		begin
		if(!reset)
			begin
			for(i = 0;i < num;i = i + 1)
				registers[i] <= 0;
			registers[28] <= 32'h00001800;
			registers[29] <= 32'h00002ffe;
			end
		else if(RegWrite)
			begin
			registers[Write_register] <= (Write_register != 0) ? Write_data : 0;
			end
		end
	assign CPU_MIO = registers[17] + 32'h00000020;
	assign DEBUG_RFINFO = registers[8];
endmodule
==> flow/run.sh <==
#!/bin/bash
# OpenROAD 26Q1-2900-gdf79404cd8, Yosys 0.63+post, stock flow scripts
make -C /OpenROAD-flow-scripts/flow DESIGN_CONFIG=/design/flow/config.mk WORK_HOME=/design/flow/orfs finish
==> flow/config.mk <==
export PLATFORM = sky130hd
export DESIGN_NAME = Registers
export DESIGN_NICKNAME = Registers
export VERILOG_FILES = /design/flow/design.v
export SDC_FILE = /design/flow/constraint.sdc
export NUM_CORES = 4
export LEC_CHECK = 1
export CORE_UTILIZATION = 50
==> flow/constraint.sdc <==
current_design Registers

set clk_period 10.8
set clk_io_pct 0.2

create_clock -name clk0 -period $clk_period [get_ports {clk}]

set non_clock_inputs [all_inputs -no_clocks]
set_input_delay [expr $clk_period * $clk_io_pct] -clock clk0 $non_clock_inputs
set_output_delay [expr $clk_period * $clk_io_pct] -clock clk0 [all_outputs]
==> job_summary.md <==
### Yosys + OpenROAD results

| Metric | Value |
|---|---|
| Max FFs per register | `1024` |
| Num ports | `~180` |
| Largest register by flop count | `registers` |
| Drt initial violations | `7617` |
| Post-CTS sizing | `0` |
| H-tree Lvls | `3` |
| Post-Place Cell Area | `53710 sq um` |
| Post-CTS setup buffers | `0` |
| Clock slew at reported path FFs | `60 ps` |
| Largest net degree at the start of global routing | `123` |
| Cell total in the yosys stat output | `5558` |
| Status | `finished clean` |
| Die Wd | `318.5 um` |
| First drt pass iteration count | `13` |
| Rows | `115` |
| Endpoints failing setup | `0` |
| Core Density at Floorplan | `50.67%` |
| Synth flops | `a little over 1000` |
| Longest Clk Path Bufs | `3` |
| Total routed wirelength | `293900 um` |
| Post-Syn Instances | `5558` |
| Worst Skew | `0 ps` |
| Comb pwr share | `about 14%` |
| Net Sw Frac | `30.71%` |
| GRT Total Usage | `just over 60%` |
| Power consumption | `11.02 mW` |
| Flip-flops with a built-in enable | `0` |
| Share of layout cells above drive strength 1 | `a little under an eighth` |
| Core area | `slightly below 100000 sq um` |
| Largest regs | `registers: 1024 flops` |
| Crit path time final | `8882 ps` |
| Pint | `7.639 mW` |
| Cts hold-fix bufs | `0` |
| Global route overflow | `0` |
| Vias in the first global route | `48880` |
| Clk sinks | `1024` |
| Critical Path RT | `slightly below 9000 ps` |
| Period utilization | `around 82%` |
| Global-route wire length before repair | `399400 um` |
| Sum Neg Setup Slack | `0 ps` |
| Slew Limit Fails | `0` |
| Die Y | `318.5 um` |
| Worst setup SP type | `primary input` |
| Max cap viols | `0` |
| Register share after synthesis | `51.20%` |
| Yosys Warn Count | `2` |
| Maximum fanout along the worst path | `20` |
| Port Buffers | `roughly 180` |
| GP Congestion | `1.111` |
| Design area | `57840 sq um` |
| Worst Max-Slew Pin Slew | `around 1200 ps` |
| CTS Buf Count | `~110` |
| CTS tree | `built` |
| Tool Warnings | `52` |
| Post-DRT Antenna Nets | `0` |
| RSZ-0062 raised after global routing | `no` |
| Clk root buf | `clkbuf_16` |
| Main flop type | `dfrtp_1` |
| Max-slew headroom | `22.46%` |
| Yosys chip area | `50080 sq um` |
| Max Clock Freq | `around 110 MHz` |
| Drt wl/cell | `42.05 um` |
| P&R area growth vs syn | `15.49%` |
| Hold Vio Cnt, Final | `0` |
| Vias/cell | `approximately 7.4` |
| Post-Syn Area | `around 50000 sq um` |
| Switch Pwr | `3.385 mW` |
| Chip Area | `101400 sq um` |
| Flop pwr share | `47.7%` |
| Leak | `25.18 nW` |
| Clock power share | `about two fifths` |
| Async S/R FF share, synth | `100.0%` |
| Clk Latency, worst-skew pair | `720 ps` |
| Max VDD drop | `149.7 uV` |
| Routed vias | `slightly above 50000` |
| Post-route DRC | `0` |
| Hold Path Class | `reg -> reg` |
| Pwr dens | `190.6 nW/um^2` |
| Placed wire-length estimate | `178700 um` |
| Crit path kind | `in -> out` |
| Crit path DAT | `around 6700 ps` |
| Initial antenna violation count | `30` |
| Avg Cell Area, Syn | `about 9.0 sq um` |
| Worst setup EP type | `output port` |
| Distinct lib cells | `about 74` |
## final timing paths
kind / start / end / slack, ps / depth (start not counted)
max in group asynchronous: reset / registers[2][24] / 6800 / 4
min reg2reg: registers[28][11] / registers[28][11] / 490 / 2
max reg2reg: registers[17][14] / registers[17][14] / 9840 / 3
min: registers[28][11] / registers[28][11] / 490 / 2
min in group asynchronous: reset / registers[16][6] / 1360 / 1
max: Read_register1[2] / Read_data1[8] / 1920 / 10
## Yosys cell counts (all sizes together), types with 13 or more instances
cell / instances / area share [%]
nand2: 1219 / 9.1
nor3: 69 / 0.73
o21ai: 991 / 9.9
xnor2: 17 / 0.30
nand2b: 17 / 0.21
or3: 13 / 0.16
clkbuf: 370 / 2.8
and4: 15 / 0.26
a221oi: 38 / 0.66
a21oi: 91 / 0.91
a22o: 69 / 1.2
mux2: 52 / 1.2
and2: 44 / 0.55
dfstp: 14 / 0.73
nand3: 58 / 0.60
a22oi: 725 / 11
nor2b: 28 / 0.35
a32oi: 19 / 0.33
buf: 164 / 1.7
nor4: 27 / 0.34
a222oi: 24 / 0.48
mux2i: 29 / 0.58
dfrtp: 1010 / 50
nor2: 170 / 1.4
a31oi: 22 / 0.27
o32a: 15 / 0.30
nand4: 101 / 1.3
## cells in the final DEF, fill, tap and decap left out, types with 91 or more instances in the layout
cell,n
clkdlybuf4s50_1,166
clkbuf_16,117
a21oi_1,91
nand2_1,1193
buf_4,244
a22oi_1,725
nor2_1,106
dfrtp_1,1010
o21ai_0,991
nand4_1,101
## per-layer routing
metal  vias up  wire (um)  track usage (%)
met4        49      30140            43.07
met2      5167     109800            74.32
li1      20310          -                -
met1     24610      96160            73.29
met5         -       1130            6.950
met3      1773      56690            45.44
## area by class of cell
class,instances,area [sq um]
clock inverter,57,713.2
multi-input combinational,3989,22720
antenna,40,100.1
clock buffer,154,3317
sequential,1024,25640
inverter,11,41.29
timing repair buffer,427,3694
fill,8574,41010
tap,1287,1610
## logic make-up after synthesis
logic type | after synthesis | share of synthesized area (%)
compound gates | 2077 | 26.33
xor+xnor | 25 | 0.4372
fa+ha+maj | 1 | 0.02498
buf+inv | 545 | 4.569
flops | 1024 | 51.20
mux | 82 | 1.794
simple gates | 1804 | 15.65
## metrics by stage
step / instances / hold WS (ps) / util (%) / worst slack (ps)
finish: 6989 / 494.9 / 58.51 / 1918
global route: 6951 / 512.3 / 58.42 / 2127
CTS: 6949 / 492.6 / 58.41 / 2401
detailed placement: 6738 / 482.8 / 54.33 / 2429
global placement: 6738 / 476.2 / 54.33 / 2440
floorplan: 5558 / 461.2 / - / 4967
## critical path, cell delays in order
cell and delay (ps):
buf_2 500, buf_4 440, nand3b_1 530, nor2_4 850, buf_4 640, a222oi_1 230
nand3_1 130, nor2_1 50, a31oi_1 520, clkdlybuf4s50_1 590
## power by group through the flow
stage / registers, mW / clock network (mW) / logic [mW]
final: 5.25 / 4.24 / 1.53
after global routing: 5.31 / 4.35 / 1.66
after CTS: 5.21 / 4.22 / 1.47
Power and IR drop assume default switching activity.
