## flow/constraint.sdc

```tcl
current_design MEM_WB_REG

set clk_period 1.2
set clk_io_pct 0.2

create_clock -name clk0 -period $clk_period [get_ports {clk}]

set non_clock_inputs [all_inputs -no_clocks]
set_input_delay [expr $clk_period * $clk_io_pct] -clock clk0 $non_clock_inputs
set_output_delay [expr $clk_period * $clk_io_pct] -clock clk0 [all_outputs]
```

## flow/config.mk

```make
export PLATFORM = sky130hd
export DESIGN_NAME = MEM_WB_REG
export DESIGN_NICKNAME = MEM_WB_REG
export VERILOG_FILES = /design/flow/design.v
export SDC_FILE = /design/flow/constraint.sdc
export NUM_CORES = 4
export LEC_CHECK = 1
export CORE_UTILIZATION = 50
```

## flow/run.sh

```bash
#!/bin/bash
# OpenROAD 26Q1-2900-gdf79404cd8, Yosys 0.63+post, stock flow scripts
make -C /OpenROAD-flow-scripts/flow DESIGN_CONFIG=/design/flow/config.mk WORK_HOME=/design/flow/orfs finish
```

## flow/design.v

```verilog
module MEM_WB_REG(clk, reset, MEM_WB_Stall, MEM_WB_Flush, Instruction, MEM_WB_Instruction_data, PCplus4, MEM_WB_PCplus4_data, ALU_result, MEM_WB_ALU_result_data, MemData, MEM_WB_MemData_data, RegDst, MEM_WB_RegDst_data, RegWrite, MEM_WB_RegWrite_data, MemtoReg, MEM_WB_MemtoReg_data);
	input clk;
	input reset;
	input MEM_WB_Stall;
	input MEM_WB_Flush;
	input [31:0] Instruction;
	output [31:0] MEM_WB_Instruction_data;
	input [31:0] PCplus4;
	output [31:0] MEM_WB_PCplus4_data;
	input [31:0] ALU_result;
	output [31:0] MEM_WB_ALU_result_data;
	input [31:0] MemData;
	output [31:0] MEM_WB_MemData_data;
	input [1:0] RegDst;
	output [1:0] MEM_WB_RegDst_data;
	input RegWrite;
	output MEM_WB_RegWrite_data;
	input [1:0] MemtoReg;
	output [1:0] MEM_WB_MemtoReg_data;
	flopr #(32) m_MEM_WB_Instruction(.clk(clk), .reset(reset), .stall(MEM_WB_Stall), .flush(MEM_WB_Flush), .d(Instruction), .q(MEM_WB_Instruction_data));
	flopr #(32) m_MEM_WB_PCplus4(.clk(clk), .reset(reset), .stall(MEM_WB_Stall), .flush(MEM_WB_Flush), .d(PCplus4), .q(MEM_WB_PCplus4_data));
	flopr #(32) m_MEM_WB_ALU_result(.clk(clk), .reset(reset), .stall(MEM_WB_Stall), .flush(MEM_WB_Flush), .d(ALU_result), .q(MEM_WB_ALU_result_data));
	flopr #(32) m_MEM_WB_MemData(.clk(clk), .reset(reset), .stall(MEM_WB_Stall), .flush(MEM_WB_Flush), .d(MemData), .q(MEM_WB_MemData_data));
	flopr #(2) m_MEM_WB_RegDst(.clk(clk), .reset(reset), .stall(MEM_WB_Stall), .flush(MEM_WB_Flush), .d(RegDst), .q(MEM_WB_RegDst_data));
	flopr #(1) m_MEM_WB_RegWrite(.clk(clk), .reset(reset), .stall(MEM_WB_Stall), .flush(MEM_WB_Flush), .d(RegWrite), .q(MEM_WB_RegWrite_data));
	flopr #(2) m_MEM_WB_MemtoReg(.clk(clk), .reset(reset), .stall(MEM_WB_Stall), .flush(MEM_WB_Flush), .d(MemtoReg), .q(MEM_WB_MemtoReg_data));
endmodule
module flopr(clk, reset, stall, flush, d, q);
	parameter width = 32;
	input clk;
	input reset;
	input stall;
	input flush;
	input [width - 1:0] d;
	output reg [width - 1:0] q;
	always@(negedge clk or negedge reset)
		begin
		if(!reset)
			begin
			q <= {width{1'b0}};
			end
		else if(!stall)
			begin
			if(flush)
				begin
				q <= {width{1'b0}};
				end
			else
				begin
				q <= d;
				end
			end
		end
endmodule
```

==> changes_impl.md <==
### Physical design

- WL per Instance: 17.04 µm
- EDFF count, synth: 0
- Share of layout cells above drive strength 1: 0.3851
- Critical path cell sequence: buf_2
- Sw power: 2.848 mW
- Area delta synth->final: 59.56%
- Final setup vio count: 136
- H-Tree Depth: 4
- Synth cell count leaders: 133 x dfrtn_1, 125 x nand2_1, 85 x nand2b_1, 85 x o21ai_1
- Synth top cell by count: dfrtn_1
- Clock skew: 0 ns
- Post-Synthesis Cells: 560
- Async SR Flop Fraction: 1.000
- Routed wire length: 18230 µm
- Vias per cell: 5.029
- Core ar.: 0.01161 mm²
- Remaining DRCs: 0
- Data arrival, critical path: 1.54 ns
- YS chip area: 0.006080 mm²
- CTS tree: built
- Worst R2R Path Depth: 5
- Chip area: 0.01260 mm²
- Final Max Tran Viols: 0
- Status: complete, but fails checks
- # rows: 39
- Largest net degree at the start of global routing: 59
- Global-route wire length before repair: 27480 µm
- Vias in the first global route: 5487
- Tool Warnings: 29
- Max Cap Viol: 0
- Violated checks: setup timing
- Biggest area cells: dfrtn_1 55%, nand2b_4 9.1%, nand2b_1 8.7%
- Synthesized cell area: 0.006080 mm²
- Combinational share of power: 0.175
- CTS max path bufs: 2
- DR pass1 iterations: 22
- Seq pwr share: 0.404
- Flops & latches, synth: 133
- Reg2reg end: m_MEM_WB_PCplus4.q[18]
- Worst slew margin: 0.8598
- Leak: 4.938 nW
- Initial antenna violation count: 0
- Placer congestion estimate: 0.8531
- Hpwl dp: 11560 µm
- Clk pwr share: 0.420
- Die H: 112.3 µm
- Core Util at FP: 0.5235
- Top-area cell type share of the netlist area: 0.5474
- Crit-path max cell delay: 0.43 ns
- Worst-Margin Slew: 0.2098 ns
- CP Capture Type: primary output
- GRT overflow: 0
- Port Buffers: 269
- Number of fill cells: 626
- CP required: 0.96 ns
- CP Class: flip-flop to primary output
- Cell taking the most area after synthesis: dfrtn_1
- I/O pins: 270
- Cell Int Power: 9.674 mW
- Warnings, synthesis: 3
- # diodes: 0
- Setup TNS: -71.37 ns
- RSZ-0062 raised after global routing: true
- Main flop type: dfrtn_1
- Worst VDD drop: 1.056 mV
- Iteration-0 DRC Markers: 281
- Hold Crit Class: input port to asynchronous set/reset pin
- Combinational gate area: 0.002411 mm²
- Hold Slack: 0.1534 ns
- Sw frac: 0.2274
- Clock Pin Slew Worst Setup and Hold Paths: 0.04 ns
- Distinct lib cells used: 12
- Mapped Avg Cell Area: 10.86 µm²
- Critical R2R Launch: m_MEM_WB_PCplus4.q[18]
- Seq/Total Area, Yosys: 0.5474
- Num CTS Buffers: 17
- CTS Root Cell: clkbuf_16
- Crit path max fanout: 2
- Final worst slack: -0.5815 ns
- R2R setup slack: 0.18 ns
- Crit start category: flip-flop
- Sequential cell area: 0.003328 mm²
- Clock Sinks: 133
- Power density over the cells: 1291 mW/mm²
- Routed Antenna Nets: 0
- Final hold violation count: 0
- Slowest CP cell: dfrtn_1
- Post-CTS Hold Fix Bufs: 0
- Die width: 112.3 µm
- Tot GR Track Use: 0.2940
- Yosys cell count: 560
- Delay-heaviest family, CP: flip-flops
- Via count: 5381
- Critical path buffer and inverter count: 1
- Clock latency on the worst-skew pair: 0.39 ns
[layout make-up]
cell class                 count  area share
clock inverter                11     0.01651
timing repair buffer         380      0.3288
tap                          143     0.01844
multi-input combinational    384      0.2485
clock buffer                  19     0.04463
sequential                   133      0.3431
[metrics by stage]
step / worst slack, ns / cells / total power, mW / cell area (µm²) / util
floorplan: -0.2941 / 560 / 5.816 / 6170 / -
global placement: -0.5861 / 962 / 7.259 / 9036 / 0.7781
detailed placement: -0.5675 / 962 / 7.302 / 9036 / 0.7781
CTS: -0.6005 / 1034 / 12.42 / 9328 / 0.8032
global route: -0.6209 / 1070 / 12.99 / 9701 / 0.8353
finish: -0.5815 / 1070 / 12.52 / 9701 / 0.8353
[how the worst max path moves through the flow]
stage                 cells after the start                       from                    endpoint  slack, ns
after CTS                                 1  m_MEM_WB_ALU_result.q[22]  MEM_WB_ALU_result_data[22]      -0.60
after global routing                      1     m_MEM_WB_MemData.q[18]     MEM_WB_MemData_data[18]      -0.62
final                                     1  m_MEM_WB_ALU_result.q[22]  MEM_WB_ALU_result_data[22]      -0.58
[routing by layer]
layer | vias up | track usage | routed length (µm)
li1 | 2533 | - | -
met1 | 2590 | 0.4201 | 7415
met2 | 226 | 0.4592 | 8671
met3 | 32 | 0.1073 | 1699
met4 | 0 | 0.05956 | 442
met5 | - | 0 | 0
[layout by cell type, fill, tap and decap left out]
master	Yosys	layout
clkinvlp_4	0	2
nand2b_1	85	85
nand2_2	0	1
buf_12	0	12
clkdlybuf4s50_1	0	119
bufinv_16	0	4
dfrtn_1	133	133
buf_2	4	133
a22o_1	8	8
nand2b_4	40	40
clkinv_2	0	5
o21ai_1	85	85
nor2_4	1	1
o21ai_2	40	40
buf_8	0	1
clkbuf_1	11	2
buf_4	9	87
nand2_1	125	124
buf_16	0	4
dlygate4sd2_1	0	4
buf_6	19	7
clkbuf_16	0	20
dlymetal6s2s_1	0	10
[kinds of logic (layout without fill, tap and decap cells)]
kind of cell           after synthesis  after routing  synth area share
DFF                                133            133            0.5474
and+or+nand+nor                    251            251            0.2570
AOI/OAI and AO/OA                  133            133            0.1391
buffers and inverters               43            410           0.05639
[timing repair]
action,CTS,global route
pin swaps,1,5
cloned,1,5
gates resized,431,14
endpoints found under the setup margin,158,229
setup buffers,41,31
[power groups by stage]
| stage | clock [mW] | combinational [mW] | sequential, mW |
|---|---|---|---|
| final | 5.26 | 2.20 | 5.06 |
| after global routing | 5.51 | 2.39 | 5.10 |
| after CTS | 5.33 | 2.04 | 5.05 |
[state kept, by name, indices dropped and copies added, names as in the netlist]
signal,flops
m_MEM_WB_Instruction.q,32
m_MEM_WB_MemData.q,32
m_MEM_WB_RegDst.q,2
m_MEM_WB_MemtoReg.q,2
m_MEM_WB_PCplus4.q,32
m_MEM_WB_ALU_result.q,32
m_MEM_WB_RegWrite.q,1
Power figures rest on the tool's default switching activity, not on a simulated workload.
