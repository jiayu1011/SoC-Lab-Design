==> /design/flow/run.sh <==
#!/bin/bash
# OpenROAD 26Q1-2900-gdf79404cd8, Yosys 0.63+post, stock flow scripts
make -C /OpenROAD-flow-scripts/flow DESIGN_CONFIG=/design/flow/config.mk WORK_HOME=/design/flow/orfs finish
==> /design/flow/config.mk <==
export PLATFORM = sky130hd
export DESIGN_NAME = ALU
export DESIGN_NICKNAME = ALU
export VERILOG_FILES = /design/flow/design.v
export SDC_FILE = /design/flow/constraint.sdc
export NUM_CORES = 4
export LEC_CHECK = 1
export CORE_UTILIZATION = 30
==> /design/flow/constraint.sdc <==
current_design ALU

set clk_period 4.4
set clk_io_pct 0.2

create_clock -name clk0 -period $clk_period [get_ports {clk}]

set non_clock_inputs [all_inputs -no_clocks]
set_input_delay [expr $clk_period * $clk_io_pct] -clock clk0 $non_clock_inputs
set_output_delay [expr $clk_period * $clk_io_pct] -clock clk0 [all_outputs]
==> /design/flow/design.v <==
module ALU(clk, reset, ALU_control, src0, src1, Zero, ALU_result, Ov);
	input clk;
	input reset;
	input [5:0] ALU_control;
	input [31:0] src0;
	input [31:0] src1;
	output Zero;
	output reg [31:0] ALU_result;
	output reg Ov;
	wire signed [31:0] src1_s = $signed(src1);
	assign Zero = (ALU_result == 32'b0) ? 1'b1 : 1'b0;
	always@(posedge clk or negedge reset)
		begin
		if(!reset)
			begin
			ALU_result <= 32'b0;
			end
		else
			begin
			case(ALU_control)
				6'd1,
				6'd1:
					begin
					ALU_result <= src0 + src1;
					end
				6'd2,
				6'd2:
					begin
					ALU_result <= src0 - src1;
					end
				6'd7,
				6'd7:
					begin
					ALU_result <= src1 << (src0 % 32);
					end
				6'd8,
				6'd8:
					begin
					ALU_result <= src1_s << (src0 % 32);
					end
				6'd9,
				6'd9:
					begin
					ALU_result <= src1 >> (src0 % 32);
					end
				6'd10:
					begin
					ALU_result <= src0 & src1;
					end
				6'd11:
					begin
					ALU_result <= src0 | src1;
					end
				6'd12:
					begin
					ALU_result <= src0 ^ src1;
					end
				6'd13:
					begin
					ALU_result <= ~(src0 | src1);
					end
				6'd14:
					begin
					ALU_result <= (((src0 >= src1) && (src0[31] == src1[31])) || (src0[31] < src1[31])) ? 32'd0 : 32'd1;
					end
				6'd15:
					begin
					ALU_result <= (src0 >= src1) ? 32'd0 : 32'd1;
					end
				6'd16:
					begin
					ALU_result <= (((src1 >= src0) && (src1[31] == src0[31])) || (src1[31] < src0[31])) ? 32'd0 : 32'd1;
					end
				6'd17:
					begin
					ALU_result <= (src1 >= src0) ? 32'd0 : 32'd1;
					end
				6'd18:
					begin
					ALU_result <= {src1[15:0], 16'd0};
					end
				6'd19:
					begin
					ALU_result <= {src0[31:28], src1[27:0]};
					end
				default:
					begin
					ALU_result <= 32'b0;
					end
			endcase
			end
		end
	always@(*)
		begin
		if(!reset)
			begin
			Ov <= 1'b0;
			end
		else
			begin
			case(ALU_control)
				6'd1:
					begin
					if(((src0[31] == 1'b1) && (src1[31] == 1'b1) && (ALU_result[31] == 1'b0)) || ((src0[31] == 1'b0) && (src1[31] == 1'b0) && (ALU_result[31] == 1'b1)))
						begin
						Ov <= 1'b1;
						end
					else
						begin
						Ov <= 1'b0;
						end
					end
				6'd2:
					begin
					if(((src0[31] == 1'b1) && (src1[31] == 1'b0) && (ALU_result[31] == 1'b0)) || ((src0[31] == 1'b0) && (src1[31] == 1'b1) && (ALU_result[31] == 1'b1)))
						begin
						Ov <= 1'b1;
						end
					else
						begin
						Ov <= 1'b0;
						end
					end
				default:
					begin
					Ov <= 1'b0;
					end
			endcase
			end
		end
endmodule
==> flow_summary.ini <==
; flow metrics
[detailed_routing]
route.detailed.drc = 0
postRouteAntennaNets = 0
drt_iter0_markers = 1539
routedWlPerCell_um = 27.0
vias = 12300
drtPass1Iterations = 10
via_per_inst = 6.17
drt_wl_total_um = 53800

[power_and_ir_drop]
p_leak_nw = 5.41
combPwrFrac_pct = 65.9
intPower_mw = 1.24
vdd_drop_max_mv = 0.125
p_per_area_nw_per_um2 = 182
p_sw_share_pct = 44.8
seqPwrFrac_pct = 15.8
pwr-share-clk_pct = 18.3
switchingPower_mw = 1.01

[logic_synthesis]
edf_count = 0
async_flop_share_pct = 100
yosysSeqAreaShare_pct = 8.56
ys_warn_count = 1
netlist_area_sq_um = 9360
synthFlopType = dfrtp_1
netlist_instances = 1373
yosys.cell_types.count = 80
yosys_area_sq_um = 9360
ys_cells = 1373
ys_seq_elements = 32
postSynthAreaPerCell_sq_um = 6.82

[outcome]
status = finished, final reports clean

[sta]
post-route-min-period_ns = 4.33
hold_viol_final = 0
setup_viol = 0
timing.slew.headroom_pct = 45.5
fin_ws_ns = 0.0656
rsz0062_at_grt = true
fin_hold_ws_ns = 1.15
period_used_pct = 98.5
worst_pin_slew_ns = 0.806
fmax_mhz = 231
drv_slew = 0

[placed_design]
dp_hpwl_um = 43700
placement.io_buffers = 105
place_congestion = 1.06
place_area_sq_um = 12100
dp_slack_ns = -0.185

[clock_network]
post-cts-setup-buffers = 0
clkTransAtPathRegs_ns = 0.05
htreeDepth = 2
hold_buffers = 0
clock-sinks = 32
clockRootBuffer = clkbuf_16
cts_tree = built
clock_path_buffers = 2
cts_buffers = 5

[critical_path]
critPathMaxFanout = 6
end_kind = flip-flop
slowest_delay_ns = 0.65
criticalPathCategory = in2reg
critPathArrivalTime_ns = 4.44
cp_slowest_cell = or4_1
crit_chain = clkdlybuf4s50_1, inv_1, ha_1, buf_4, o21ai_0, o21ai_0, a31oi_1, o31ai_1, a31o_2, nor2_1, a21oi_1, a21oi_1, or4_1
cp_top_family = AND-OR/OR-AND gates
startpoint_type = primary input
worst-path-buf-inv = 3
worstPathRequired_ns = 4.50

[global_route]
grt.met2_usage_pct = 49.7
met1_usage_pct = 50.7
grt_start_max_net_pins = 82
grt_use_met3_pct = 7.89
grt_overflow = 0
top_usage_layer = met1
grt_usage_pct = 34.3
grt_pass1_vias = 11600
grt_pass1_wl_um = 77400
antenna_found_initial = 2

[final_layout]
largest_reg_flops = 32
top_register = ALU_result
post-route-cell-area_sq_um = 12300
drive_gt1_share_pct = 17.8
largestRegisters = ALU_result (32)
fin_util_pct = 40.3
syn2layout_area_growth_pct = 32.0

[die]
num_io_pins = 106
rows = 64
fp_util_pct = 30.5
core-area_sq_um = 30700
die_h_um = 179
die_w_um = 179
chip_area_sq_um = 31900

[job]
cap_violations = 0
warnings = 91

[hold_path]
hp-class = in2async
[cells by family (layout without fill, tap and decap cells)]
logic type / after synthesis / in the layout / share of synthesized area, %
AND-OR/OR-AND: 531 / 531 / 39.5
adder cells (fa/ha/maj): 99 / 99 / 13.4
buffers and inverters: 208 / 432 / 8.94
flip-flops: 32 / 32 / 8.56
multiplexers: 64 / 64 / 8.30
other: 0 / 3 / 0
AND/OR/NAND/NOR: 439 / 439 / 21.3
[worst max-delay path by stage]
stage / from / to / slack (ns) / depth (start not counted)
6_report: src1[3] / ALU_result[15] / 0.07 / 13
4_1_cts: src1[10] / ALU_result[29] / 0.1 / 14
5_1_grt: src1[10] / ALU_result[29] / -0.009 / 14
[per-stage QoR]
step / TNS (ns) / total power, mW / std cells
2_1_floorplan: 0 / 1.06 / 1373
3_3_place_gp: -0.661 / 1.80 / 1985
3_5_place_dp: -0.601 / 1.79 / 1985
4_1_cts: 0 / 2.21 / 1993
5_1_grt: -0.00855 / 2.38 / 1994
6_report: 0 / 2.25 / 1996
[cell usage in the layout, fill, tap and decap left out, types with 32 or more instances in the layout]
master and instances:
clkdlybuf4s50_1 101, a21oi_1 153, inv_1 99, mux2i_1 39, ha_1 97, buf_4 217, o21ai_0 71, nor2_1 213
nand2_1 91, a211oi_1 32, dfrtp_1 32
[power groups by stage]
stage	Sequential (mW)	Combinational, mW	Clock (mW)
CTS	0.356	1.43	0.419
global route	0.359	1.58	0.435
finish	0.355	1.48	0.412
[metal layers]
| layer | part of all wire [%] | wire [um] | up-vias |
|---|---|---|---|
| met5 | 0 | 0 | - |
| met4 | 3.2 | 1740 | 0 |
| met3 | 11 | 5710 | 103 |
| met2 | 41 | 22200 | 706 |
| met1 | 45 | 24200 | 5872 |
| li1 | - | - | 5639 |
[synthesized netlist by cell type, drive strengths merged (18+ instances only)]
library cell,number,area share [%]
a211oi,33,2.6
a21o,19,1.5
a21oi,155,8.3
a221o,18,1.9
a221oi,32,3.1
a222oi,26,2.8
buf,48,2.5
clkbuf,60,2.4
dfrtp,32,8.6
ha,97,13
inv,99,4.0
mux2i,39,4.2
nand2,91,3.6
nand3,19,1.0
nor2,215,8.6
nor3,18,0.96
nor4,26,1.9
o211ai,22,1.8
o21ai,72,3.9
o22ai,19,1.3
[cell type report]
type                    instances  area (sq um)
flip-flops and latches         32           801
inverters                     100           375
clock inverters                 1          30.0
well taps                     396           495
multi-input cells            1133          7770
repair buffers                324          2720
clock buffers                   7           153
fillers                      3241         18300
diodes                          3          7.51
[what timing repair did]
action / CTS / global route
endpoints found under the hold margin: 0 / 0
endpoints found under the setup margin: 0 / 6
gates resized: 0 / 9
No activity file was given, so power comes from the tool's default toggle rates.
