==> ./design.v <==
module ID_EX_REG(clk, reset, ID_EX_Stall, ID_EX_Flush, Instruction, ID_EX_Instruction_data, PCplus4, ID_EX_PCplus4_data, Read_data1, ID_EX_Read_data1_data, Read_data2, ID_EX_Read_data2_data, Sign_Extend, ID_EX_Sign_Extend_data, Logic_Extend, ID_EX_Logic_Extend_data, RegDst, ID_EX_RegDst_data, RegWrite, ID_EX_RegWrite_data, ALUSrcA, ID_EX_ALUSrcA_data, ALUSrcB, ID_EX_ALUSrcB_data, ALUOp, ID_EX_ALUOp_data, ChangeType, ID_EX_ChangeType_data, MemRead, ID_EX_MemRead_data, MemWrite, ID_EX_MemWrite_data, MemtoReg, ID_EX_MemtoReg_data, StoreType, ID_EX_StoreType_data, LoadType, ID_EX_LoadType_data, Reverse, ID_EX_Reverse_data, syscall, ID_EX_syscall_data, eret, ID_EX_eret_data, RI, ID_EX_RI_data, CR_Read, ID_EX_CR_Read_data, CR_Write, ID_EX_CR_Write_data);
	input clk;
	input reset;
	input ID_EX_Stall;
	input ID_EX_Flush;
	input [31:0] Instruction;
	output [31:0] ID_EX_Instruction_data;
	input [31:0] PCplus4;
	output [31:0] ID_EX_PCplus4_data;
	input [31:0] Read_data1;
	output [31:0] ID_EX_Read_data1_data;
	input [31:0] Read_data2;
	output [31:0] ID_EX_Read_data2_data;
	input [31:0] Sign_Extend;
	output [31:0] ID_EX_Sign_Extend_data;
	input [31:0] Logic_Extend;
	output [31:0] ID_EX_Logic_Extend_data;
	input [1:0] RegDst;
	output [1:0] ID_EX_RegDst_data;
	input RegWrite;
	output ID_EX_RegWrite_data;
	input [1:0] ALUSrcA;
	output [1:0] ID_EX_ALUSrcA_data;
	input [2:0] ALUSrcB;
	output [2:0] ID_EX_ALUSrcB_data;
	input [5:0] ALUOp;
	output [5:0] ID_EX_ALUOp_data;
	input [1:0] ChangeType;
	output [1:0] ID_EX_ChangeType_data;
	input MemRead;
	output ID_EX_MemRead_data;
	input MemWrite;
	output ID_EX_MemWrite_data;
	input [1:0] MemtoReg;
	output [1:0] ID_EX_MemtoReg_data;
	input [1:0] StoreType;
	output [1:0] ID_EX_StoreType_data;
	input [2:0] LoadType;
	output [2:0] ID_EX_LoadType_data;
	input Reverse;
	output ID_EX_Reverse_data;
	input syscall;
	output ID_EX_syscall_data;
	input eret;
	output ID_EX_eret_data;
	input RI;
	output ID_EX_RI_data;
	input CR_Read;
	output ID_EX_CR_Read_data;
	input CR_Write;
	output ID_EX_CR_Write_data;
	flopr #(32) m_ID_EX_Instruction(.clk(clk), .reset(reset), .stall(ID_EX_Stall), .flush(ID_EX_Flush), .d(Instruction), .q(ID_EX_Instruction_data));
	flopr #(32) m_ID_EX_PCplus4(.clk(clk), .reset(reset), .stall(ID_EX_Stall), .flush(ID_EX_Flush), .d(PCplus4), .q(ID_EX_PCplus4_data));
	flopr #(32) m_ID_EX_Read_data1(.clk(clk), .reset(reset), .stall(ID_EX_Stall), .flush(ID_EX_Flush), .d(Read_data1), .q(ID_EX_Read_data1_data));
	flopr #(32) m_ID_EX_Read_data2(.clk(clk), .reset(reset), .stall(ID_EX_Stall), .flush(ID_EX_Flush), .d(Read_data2), .q(ID_EX_Read_data2_data));
	flopr #(32) m_ID_EX_Sign_Extend(.clk(clk), .reset(reset), .stall(ID_EX_Stall), .flush(ID_EX_Flush), .d(Sign_Extend), .q(ID_EX_Sign_Extend_data));
	flopr #(32) m_ID_EX_Logic_Extend(.clk(clk), .reset(reset), .stall(ID_EX_Stall), .flush(ID_EX_Flush), .d(Logic_Extend), .q(ID_EX_Logic_Extend_data));
	flopr #(2) m_ID_EX_RegDst(.clk(clk), .reset(reset), .stall(ID_EX_Stall), .flush(ID_EX_Flush), .d(RegDst), .q(ID_EX_RegDst_data));
	flopr #(1) m_ID_EX_RegWrite(.clk(clk), .reset(reset), .stall(ID_EX_Stall), .flush(ID_EX_Flush), .d(RegWrite), .q(ID_EX_RegWrite_data));
	flopr #(2) m_ID_EX_ALUSrcA(.clk(clk), .reset(reset), .stall(ID_EX_Stall), .flush(ID_EX_Flush), .d(ALUSrcA), .q(ID_EX_ALUSrcA_data));
	flopr #(3) m_ID_EX_ALUSrcB(.clk(clk), .reset(reset), .stall(ID_EX_Stall), .flush(ID_EX_Flush), .d(ALUSrcB), .q(ID_EX_ALUSrcB_data));
	flopr #(6) m_ID_EX_ALUOp(.clk(clk), .reset(reset), .stall(ID_EX_Stall), .flush(ID_EX_Flush), .d(ALUOp), .q(ID_EX_ALUOp_data));
	flopr #(2) m_ID_EX_ChangeType(.clk(clk), .reset(reset), .stall(ID_EX_Stall), .flush(ID_EX_Flush), .d(ChangeType), .q(ID_EX_ChangeType_data));
	flopr #(1) m_ID_EX_MemRead(.clk(clk), .reset(reset), .stall(ID_EX_Stall), .flush(ID_EX_Flush), .d(MemRead), .q(ID_EX_MemRead_data));
	flopr #(1) m_ID_EX_MemWrite(.clk(clk), .reset(reset), .stall(ID_EX_Stall), .flush(ID_EX_Flush), .d(MemWrite), .q(ID_EX_MemWrite_data));
	flopr #(2) m_ID_EX_MemtoReg(.clk(clk), .reset(reset), .stall(ID_EX_Stall), .flush(ID_EX_Flush), .d(MemtoReg), .q(ID_EX_MemtoReg_data));
	flopr #(2) m_ID_EX_StoreType(.clk(clk), .reset(reset), .stall(ID_EX_Stall), .flush(ID_EX_Flush), .d(StoreType), .q(ID_EX_StoreType_data));
	flopr #(3) m_ID_EX_LoadType(.clk(clk), .reset(reset), .stall(ID_EX_Stall), .flush(ID_EX_Flush), .d(LoadType), .q(ID_EX_LoadType_data));
	flopr #(1) m_ID_EX_Reverse(.clk(clk), .reset(reset), .stall(ID_EX_Stall), .flush(ID_EX_Flush), .d(Reverse), .q(ID_EX_Reverse_data));
	flopr #(1) m_ID_EX_syscall(.clk(clk), .reset(reset), .stall(ID_EX_Stall), .flush(ID_EX_Flush), .d(syscall), .q(ID_EX_syscall_data));
	flopr #(1) m_ID_EX_eret(.clk(clk), .reset(reset), .stall(ID_EX_Stall), .flush(ID_EX_Flush), .d(eret), .q(ID_EX_eret_data));
	flopr #(1) m_ID_EX_RI(.clk(clk), .reset(reset), .stall(ID_EX_Stall), .flush(ID_EX_Flush), .d(RI), .q(ID_EX_RI_data));
	flopr #(1) m_ID_EX_CR_Read(.clk(clk), .reset(reset), .stall(ID_EX_Stall), .flush(ID_EX_Flush), .d(CR_Read), .q(ID_EX_CR_Read_data));
	flopr #(1) m_ID_EX_CR_Write(.clk(clk), .reset(reset), .stall(ID_EX_Stall), .flush(ID_EX_Flush), .d(CR_Write), .q(ID_EX_CR_Write_data));
endmodule
module flopr(clk, reset, stall, flush, d, q);
	parameter width = 32;
	input clk;
	input reset;
	input stall;
	input flush;
	input [width - 1:0] d;
	output reg [width - 1:0] q;
	always@(negedge clk or negedge reset)
		begin
		if(!reset)
			begin
			q <= {width{1'b0}};
			end
		else if(!stall)
			begin
			if(flush)
				begin
				q <= {width{1'b0}};
				end
			else
				begin
				q <= d;
				end
			end
		end
endmodule
==> ./run.sh <==
#!/bin/bash
# OpenROAD 26Q1-2900-gdf79404cd8, Yosys 0.63+post, stock flow scripts
make -C /OpenROAD-flow-scripts/flow DESIGN_CONFIG=/design/flow/config.mk WORK_HOME=/design/flow/orfs finish
==> ./config.mk <==
export PLATFORM = sky130hd
export DESIGN_NAME = ID_EX_REG
export DESIGN_NICKNAME = ID_EX_REG
export VERILOG_FILES = /design/flow/design.v
export SDC_FILE = /design/flow/constraint.sdc
export NUM_CORES = 4
export LEC_CHECK = 1
export CORE_AREA = 10 10 242 242
export DIE_AREA = 0 0 252 252
==> ./constraint.sdc <==
current_design ID_EX_REG

set clk_period 1.0
set clk_io_pct 0.2

create_clock -name clk0 -period $clk_period [get_ports {clk}]

set non_clock_inputs [all_inputs -no_clocks]
set_input_delay [expr $clk_period * $clk_io_pct] -clock clk0 $non_clock_inputs
set_output_delay [expr $clk_period * $clk_io_pct] -clock clk0 [all_outputs]
==> out/metrics.csv <==
stage,metric,value,unit
detailed_routing,detailedRoute.firstPassIterationCount,5,
detailed_routing,top_layer_used,met4,
final_layout,final_core_utilization,0.304,
floorplanning,core_util_floorplan,0.177,
floorplanning,design.die.area,63500,sq um
timing,rsz0062_at_grt,yes,
detailed_routing,routed_wirelength,37000,microns
yosys,synth-area-yosys,9360,sq um
critical_path,arrival,1.58,ns
critical_path,required,0.80,ns
final_layout,syn2layout_area_growth,71.7,%
yosys,post_synth_instance_area,9360,sq um
timing,max-slew-margin-rel,0.711,
detailed_routing,drt_drc,0,
critical_path,r2r_setup_slack,-0.05,ns
floorplanning,boundaryPins,450,
power_and_ir_drop,p_leak,7.70,nW
clock_network,ctsLongestPathBuffers,3,
detailed_routing,met2_wirelength,17700,microns
final_layout,num-fill-cells,5451,
critical_path,timing.critical_path.slowest_stage_cell,dfrtn_1,
critical_path,worst-path-buf-inv,1,
yosys,yosysUniqueCellTypes,13,
detailed_routing,drtAntennaViolNets,0,
critical_path,worstPathCellList,buf_2,
yosys,avgSynthCellArea,10.2,sq um
global_routing,first_global_vias,8644,
floorplanning,fp-row-count,84,
critical_path,type_of_the_worst_setup_path,reg -> out,
detailed_routing,drtIter0Drc,310,
yosys,synth-cells-yosys,916,
status,failing_checks,setup timing,
run,openroad.warnings,28,
global_routing,antenna_violations_before_repair,1,
detailed_routing,vias_per_cell,3.83,
run,cap_violations,0,
floorplanning,die.size.x,252,microns
placed_design,place_hpwl,26000,microns
critical_path,r2r_cells,4,
clock_network,h-tree-depth,1,
clock_network,tritoncts_clock_tree,done,
hold_path,hold_class,in -> async,
global_routing,global_route_wire_length_before_repair,52800,microns
yosys,number_of_warnings_reported_in_the_yosys_synthesis_log,5,
clock_network,clk_pin_slew_worst_paths,0.04,ns
timing,report.final.slew_viol_count,0,
critical_path,cp_num_cells,1,
timing,worst_pin_slew,0.432,ns
detailed_routing,n_antenna_cell,0,
final_layout,seq_area,5580,sq um
yosys,synth_flops,223,
power_and_ir_drop,power_density,1490,nW/um^2
detailed_routing,wirelength_met1,15400,microns
critical_path,critical_path_s_largest_stage_delay,0.43,ns
status,status,"finished, violations left",
timing,timing.final.setup_violations,262,
final_layout,final_layout_size_suffix_gt1_frac,0.312,
critical_path,r2r_end,m_ID_EX_ALUOp.q[4],
placed_design,portBuffers,449,
floorplanning,core,53000,sq um
global_routing,groute.usage.overall,0.107,
timing,fin_setup_tns,-167.13,ns
clock_network,clockRootBuffer,clkbuf_16,
critical_path,start_of_the_worst_register_to_register_path,m_ID_EX_ALUOp.q[4],
power_and_ir_drop,irDropWorstVdd,1.04,mV
critical_path,setup.worst_path.start_class,flop,
critical_path,cp_max_fo,2,
placed_design,gp_congestion,0.813,
clock_network,cts_sinks,223,
timing,report.final.hold_viol_count,0,
floorplanning,dieHeight,252,microns
yosys,synth_seq_share,0.596,
detailed_routing,number_of_vias_in_the_routed_layout,8610,
critical_path,crit_path_max_delay_family,flip-flops,
global_routing,pin_count_of_the_biggest_net_entering_global_routing,49,
clock_network,clk_latency_late_pin,0.54,ns
power_and_ir_drop,report.power.total,0.0239,W
timing,least_setup_slack_across_all_paths_after_layout,-0.784,ns
detailed_routing,wire_per_inst,16.5,microns
global_routing,grt_remaining_overflow,0,
critical_path,endpoint_kind,output pin,
yosys,syn-instance-count,916,
final_layout,area.combinational,3260,sq um
timing,finClkSkew,0,ns
clock_network,cts_buffers,27,
detailed_routing,route.met3.wl,3260,microns
[timing repair]
item	in CTS	in global routing
setup buffers	51	47
endpoints found under the hold margin	26	0
gates resized	751	28
pin swaps	0	10
hold buffers	2	0
cloned	1	10
setup endpoints to repair	259	465
[cell usage after synthesis (all sizes together)]
library cell	count	area share
buf	43	0.047
nand2b	199	0.13
o21ai	199	0.11
a22o	24	0.022
dfrtn	223	0.60
clkbuf	28	0.013
nand2	199	0.080
nor2	1	0.0021
[sequential cells by signal, summed over array words and instances (netlist names), 2 cells and up]
| signal | flops |
|---|---|
| m_ID_EX_LoadType.q | 3 |
| m_ID_EX_ChangeType.q | 2 |
| m_ID_EX_Read_data1.q | 32 |
| m_ID_EX_Logic_Extend.q | 32 |
| m_ID_EX_PCplus4.q | 32 |
| m_ID_EX_StoreType.q | 2 |
| m_ID_EX_Instruction.q | 32 |
| m_ID_EX_Sign_Extend.q | 32 |
| m_ID_EX_ALUSrcA.q | 2 |
| m_ID_EX_RegDst.q | 2 |
| m_ID_EX_ALUOp.q | 6 |
| m_ID_EX_Read_data2.q | 32 |
| m_ID_EX_MemtoReg.q | 2 |
| m_ID_EX_ALUSrcB.q | 3 |
[routing by layer]
metal | vias to the layer above | track usage
li1 | 4226 | -
met1 | 4057 | 0.139
met2 | 285 | 0.174
met3 | 42 | 0.0378
met4 | 0 | 0.0158
met5 | - | 0
[kinds of logic (layout without fill, tap and decap cells)]
group                  Yosys count  in the layout  share of synthesized area
AND/OR/NAND/NOR                399            400                      0.215
AND-OR/OR-AND                  223            223                      0.129
flip-flops                     223            223                      0.596
buffers and inverters           71            713                     0.0603
[layout by cell type, fill, tap and decap left out]
cell type	count
clkdlybuf4s50_1	223
buf_4	171
buf_2	223
nor2_4	1
nor2_8	1
clkbuf_16	35
buf_16	7
nand2b_1	195
nand2b_4	4
clkbuf_8	7
buf_8	2
clkinv_2	3
o21ai_1	180
clkinvlp_4	1
buf_6	17
dlygate4sd3_1	1
bufinv_16	1
a22o_1	24
buf_12	13
clkbuf_1	9
o21ai_0	19
nand2_2	1
nand2_1	198
dfrtn_1	223
[power breakdown]
group,internal (W),switching [W]
Combinational,0.00262,0.00156
Clock,0.00572,0.00382
Sequential,0.00982,0.000341
Total,0.0182,0.00572
[how the worst max path moves through the flow]
stage / endpoint / start
CTS: ID_EX_Read_data1_data[29] / m_ID_EX_Read_data1.q[29]
global route: ID_EX_Read_data2_data[1] / m_ID_EX_Read_data2.q[1]
finish: ID_EX_PCplus4_data[23] / m_ID_EX_PCplus4.q[23]
[stage by stage]
step	worst slack, ns	hold WS (ns)	area (sq um)	cells
after CTS	-0.815	0.101	15400	2191
after detailed placement	-0.632	0.436	15200	2089
final	-0.784	0.0140	16100	2247
after global placement	-0.656	0.429	15200	2089
after floorplan	-0.472	0.296	9370	916
after global routing	-0.849	0.00279	16100	2247
[area by class of cell]
cell class / count / area share
sequential: 223 / 0.347
timing repair buffer: 665 / 0.343
multi-input combinational: 623 / 0.203
tap: 688 / 0.0535
clock buffer: 43 / 0.0501
clock inverter: 5 / 0.00327
